[design/flow/config.mk]
export PLATFORM = sky130hd
export DESIGN_NAME = captura_de_datos_downsampler
export DESIGN_NICKNAME = captura_de_datos_downsampler
export VERILOG_FILES = /design/flow/design.v
export SDC_FILE = /design/flow/constraint.sdc
export NUM_CORES = 4
export LEC_CHECK = 1
export CORE_AREA = 10 10 113 113
export DIE_AREA = 0 0 123 123
[design/flow/constraint.sdc]
current_design captura_de_datos_downsampler

set clk_period 4.0
set clk_io_pct 0.2

create_clock -name clk0 -period $clk_period [get_ports {PCLK}]

set non_clock_inputs [all_inputs -no_clocks]
set_input_delay [expr $clk_period * $clk_io_pct] -clock clk0 $non_clock_inputs
set_output_delay [expr $clk_period * $clk_io_pct] -clock clk0 [all_outputs]
[design/flow/design.v]
`timescale 1ns / 1ps
module captura_de_datos_downsampler(
	input PCLK,
	input HREF,
	input VSYNC,
	input D0,
	input D1,
	input D2,
	input D3,
	input D4,
	input D5,
	input D6,
	input D7,
	output reg [7:0] DP_RAM_data_in,
	output reg [16:0] DP_RAM_addr_in,
	output reg DP_RAM_regW
   );
	reg cont=1'b0;
	reg [7:0] color;
	always@(posedge PCLK)
	begin
		if(HREF & ~VSYNC & DP_RAM_addr_in != 76800)
		begin			
			color[0] = D0;
			color[1] = D1;
			color[2] = D2;
			color[3] = D3;
			color[4] = D4;
			color[5] = D5;
			color[6] = D6;
			color[7] = D7;
			if (cont==0)
			begin
				DP_RAM_data_in <= {color[7:5],color[2:0],DP_RAM_data_in[1:0]};
				DP_RAM_regW = 0;
			end
			else 
			begin
				DP_RAM_data_in <= {DP_RAM_data_in[7:2],color[4:3]};
				DP_RAM_regW = 1;
			end
			cont = cont+1;	
		end
	end
	always@(negedge PCLK)
	begin
		if(HREF & ~VSYNC & (cont == 1))
		begin
			DP_RAM_addr_in =DP_RAM_addr_in+1;
		end
		if(~HREF & VSYNC)
			DP_RAM_addr_in = 0;
	end
endmodule
[design/flow/run.sh]
#!/bin/bash
# OpenROAD 26Q1-2900-gdf79404cd8, Yosys 0.63+post, stock flow scripts
make -C /OpenROAD-flow-scripts/flow DESIGN_CONFIG=/design/flow/config.mk WORK_HOME=/design/flow/orfs finish
==> flow_summary.yaml <==
# flow metrics
outcome:
  status: "complete, no violations"
clock_tree:
  cts_tree: "yes"
  clkTransAtPathRegs_ns: 0.04
  clkSinkCount: 27
  cts_buffers: 3
  clock-root-buffer: "clkbuf_8"
  cts_max_path_buffers: 2
  clk_latency_ns: 0.34
  h-tree-depth: 1
sta:
  slew_headroom: 0.6816
  drv_slew: 0
  setup_slack_ns: 0.01104
  grt_setup_unrepaired: "no"
  fin_hold_ws_ns: 0.4916
  final-setup-viol-count: 0
  skew_ns: 0.07282
  finalSetupTns_ns: 0
  worstMarginPinSlew_ns: 0.4755
  hold_viol_final: 0
setup_path:
  crit_required_ns: 2.27
  rrSetupSlack_ns: 0.21
  cp.depth: 5
  cpMaxStageDelayCell: "or4_4"
  path_cells: "buf_2 > nand4b_4 > or4_4 > or4_4 > a21oi_2"
  max_stage_delay_ns: 0.56
  start_kind: "primary input"
  crit_family: "simple AND/OR/NAND/NOR gates"
  cp-end-kind: "flop"
  r2r-start: "DP_RAM_addr_in[7]$_SDFFE_NP0P_"
  critPathKind: "in -> reg"
  worst-path-buf-inv: 1
  crit_path_frequent_cell: "or4_4"
  worstReg2RegEnd: "DP_RAM_regW$_DFFE_PP_"
  rr_worst_depth: 5
  cp_max_fo: 5
  cp.arrival_ns: 2.26
job:
  max_cap_viol_count: 0
  tool_warnings: 44
power_and_ir_drop:
  p_sw_w: 0.0001428
  power_density_mw_per_mm2: 267.1
  ir_drop_mv: 0.1522
  switching_share: 0.2595
  combPwrFrac: 0.083
  internal-power_w: 0.0004076
  power_w: 0.0005504
  pwr-share-clk: 0.388
  leakagePower_nw: 0.9916
  seqPwrFrac: 0.528
yosys:
  yosysChipArea_mm2: 0.001196
  syn_avg_cell_area_um2: 10.22
  yosysSeqAreaShare: 0.5356
  netlist_area_mm2: 0.001196
  ys_cells: 117
  syn_inst: 117
  synth.distinct_cells: 28
  numSynthFlops: 27
  yosys_warnings: 1
floorplan:
  rows: 37
  die_y_um: 123
  dieArea_mm2: 0.01513
  pin_count: 37
  initial_core_util: 0.1159
  dieWidth_um: 123
  core_mm2: 0.01032
cells_and_area:
  final_layout_top_logic_cells: "23 x inv_1, 23 x buf_4, 19 x clkdlybuf4s50_1"
  area_growth_pct: 72.28
  fin_area_mm2: 0.002061
  n_fill_cell: 1115
  drive_gt1_frac: 0.2923
min_path:
  hp-class: "reg -> reg"
  min_from: "DP_RAM_addr_in[16]$_SDFFE_NP0P_"
  min_to: "DP_RAM_addr_in[16]$_SDFFE_NP0P_"
  hold_depth: 2
route:
  routedWlPerCell_um: 10.21
  drc_errors: 0
  initialDrtViolationCount: 61
  vias: 1078
  routed_wl_mm: 3.381
  ant_nets: 0
  diodes: 0
  avgViaCountPerCell: 3.257
  detail_route.first_pass.iterations: 5
place:
  dp_hpwl_mm: 2.618
  io_buffers: 36
  gp_congestion: 0.8030
  dpl-instance-area_mm2: 0.001857
  place_ws_ns: -0.7139
global_routing:
  grt_remaining_overflow: 0
  grt_pass1_wl_mm: 5.244
  grt_usage: 0.04365
  grt_pass1_vias: 1080
  antenna_found_initial: 0
  grt_max_degree: 16
-- synthesized netlist by cell type (all sizes together) --
cell / count / share of area
nor2b: 5 / 0.026
clkbuf: 2 / 0.0063
nor3: 5 / 0.021
a21oi: 5 / 0.021
dfxtp: 17 / 0.28
and3: 2 / 0.010
nor2: 16 / 0.050
nand4b: 1 / 0.020
xor2: 3 / 0.022
or4: 4 / 0.025
nand3: 7 / 0.029
nor4b: 2 / 0.015
nand2: 8 / 0.031
o31ai: 2 / 0.013
or3: 3 / 0.018
nor4: 2 / 0.010
nor3b: 1 / 0.0063
buf: 1 / 0.0042
nand4: 1 / 0.010
ha: 2 / 0.021
inv: 7 / 0.022
o21ai: 2 / 0.0084
edfxtp: 10 / 0.25
mux2: 4 / 0.038
xnor2: 5 / 0.037
-- power by group through the flow --
stage	combinational, W	sequential (W)	clock [W]
after CTS	0.0000468	0.000292	0.000224
after global routing	0.0000514	0.000291	0.000256
final	0.0000459	0.000291	0.000214
-- logic make-up (layout without fill, tap and decap cells) --
kind of cell / Yosys count / in the layout / synth area share
xor gates and xnor gates: 8 / 8 / 0.05858
buffers and inverters: 10 / 88 / 0.03243
adders and majority gates: 2 / 2 / 0.02092
AOI/OAI and AO/OA: 9 / 9 / 0.04183
muxes: 4 / 4 / 0.03765
and+or+nand+nor: 57 / 57 / 0.2730
DFF: 27 / 27 / 0.5356
-- final cells by class --
| cell class | instances | area [um2] | area share |
|---|---|---|---|
| inverters | 6 | 22.52 | 0.01093 |
| well taps | 136 | 170.2 | 0.08257 |
| clock buffers | 3 | 41.29 | 0.02004 |
| flip-flops and latches | 27 | 669.4 | 0.3248 |
| repair buffers | 61 | 553.0 | 0.2684 |
| clock inverters | 18 | 67.56 | 0.03279 |
| multi-input cells | 80 | 536.8 | 0.2605 |
-- what timing repair did --
action,4_1_cts,5_1_grt
setup buffers,4,2
pin swaps,3,1
setup endpoints to repair,31,10
hold buffers,0,0
endpoints found under the hold margin,0,0
resized,36,12
-- per-layer routing --
| metal | global-route usage | share of wire | wire length, um |
|---|---|---|---|
| met1 | 0.06148 | 0.50 | 1685 |
| met2 | 0.05924 | 0.38 | 1273 |
| met3 | 0.02313 | 0.12 | 411 |
| met4 | 0.006550 | 0.0030 | 10 |
| met5 | 0 | 0 | 0 |
-- worst max path at each step --
stage | from | end | slack, ns
4_1_cts | DP_RAM_addr_in[11]$_SDFFE_NP0P_ | DP_RAM_addr_in[11] | 0.0003
6_report | VSYNC | DP_RAM_addr_in[14]$_SDFFE_NP0P_ | 0.01
5_1_grt | DP_RAM_addr_in[15]$_SDFFE_NP0P_ | DP_RAM_addr_in[15] | 0.0009
-- metrics by stage --
step                std cells    util
finish                    331  0.1996
global route              331  0.1996
CTS                       329  0.1949
detailed placement        305  0.1799
global placement          305  0.1799
floorplan                 117       -
-- flip-flops by register name, indices dropped and copies added (netlist names) --
name            flops
DP_RAM_regW         1
DP_RAM_data_in      8
cont                1
DP_RAM_addr_in     17
-- worst register-to-register path, delay by kind of cell, from the launching register on --
family | cells | cell delay, ns
and+or+nand+nor | 4 | 1.04
buffers and inverters | 1 | 0.13
DFF | 1 | 0.33
Power and IR drop assume default switching activity.
